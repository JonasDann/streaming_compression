## design/flow/design.v

```verilog
`timescale 1 ns / 1 ps
module gzipcMulticoreStreaming_hls_deadlock_detect_unit #( 
    parameter PROC_NUM = 4, 
    parameter PROC_ID = 0, 
    parameter IN_CHAN_NUM = 2, 
    parameter OUT_CHAN_NUM = 3) (
    input reset,
    input clock,
    input [OUT_CHAN_NUM - 1:0] proc_dep_vld_vec,
    input [IN_CHAN_NUM - 1:0] in_chan_dep_vld_vec,
    input [IN_CHAN_NUM * PROC_NUM - 1:0] in_chan_dep_data_vec,
    input [IN_CHAN_NUM - 1:0] token_in_vec,
    input dl_detect_in,
    input origin,
    input token_clear,
    output [OUT_CHAN_NUM - 1:0] out_chan_dep_vld_vec,
    output [PROC_NUM - 1:0] out_chan_dep_data,
    output reg [OUT_CHAN_NUM - 1:0] token_out_vec ,
    output reg dl_detect_out);
    reg [PROC_NUM - 1:0] dep;
    reg [PROC_NUM - 1:0] dep_reg;
    wire [(IN_CHAN_NUM + 1) * PROC_NUM - 1:0] dep_comb;
    assign dep_comb[PROC_NUM - 1:0] = {PROC_NUM{1'b0}};
    genvar i;
    generate
        for (i = 0; i < IN_CHAN_NUM; i = i + 1) begin:B1
            assign dep_comb[(i + 1) * PROC_NUM +: PROC_NUM] = {PROC_NUM{in_chan_dep_vld_vec[i]}} & in_chan_dep_data_vec[i * PROC_NUM +: PROC_NUM] | dep_comb[i * PROC_NUM +: PROC_NUM];
        end
    endgenerate
    always @ (dep_comb or dep_reg or dl_detect_in or token_in_vec) begin
        if (~dl_detect_in | (dl_detect_in & |(token_in_vec))) begin
            dep = dep_comb[IN_CHAN_NUM * PROC_NUM +: PROC_NUM];
        end
        else begin
            dep = dep_reg;
        end
    end
    always @ (negedge reset or posedge clock) begin
        if (~reset) begin
            dep_reg <= 'b0;
        end
        else begin
            if (|proc_dep_vld_vec) begin
                dep_reg <= dep;
            end
            else begin
                dep_reg <= 'b0;
            end
        end
    end
    assign out_chan_dep_vld_vec = proc_dep_vld_vec;
    assign out_chan_dep_data = dep_reg | ('b1 << PROC_ID);
    always @ (dep or dl_detect_in or token_in_vec or proc_dep_vld_vec) begin
        if (~dl_detect_in | (dl_detect_in & |(token_in_vec))) begin
            dl_detect_out = dep[PROC_ID] & (|proc_dep_vld_vec);
        end
        else begin
            dl_detect_out = 'b0;
        end
    end
    wire [OUT_CHAN_NUM - 1:0] token_candidate[OUT_CHAN_NUM:0];
    assign token_candidate[0] = 'b1;
    genvar j;
    generate
        for (j = 1; j < OUT_CHAN_NUM; j = j + 1) begin : B2
            assign token_candidate[j] = (proc_dep_vld_vec[j] == 1'b1) ? (1'b1 << j) : token_candidate[j - 1];
        end
    endgenerate
    always @ (negedge reset or posedge clock) begin
        if (~reset) begin
            token_out_vec <= 'b0;
        end
        else begin
            if ((|token_in_vec & ~token_clear) | origin) begin 
                token_out_vec <= token_candidate[OUT_CHAN_NUM - 1];
            end
            else begin
                token_out_vec <= 'b0;
            end
        end
    end
endmodule
```

## design/flow/run.sh

```bash
#!/bin/bash
# OpenROAD 26Q1-2900-gdf79404cd8, Yosys 0.63+post, stock flow scripts
make -C /OpenROAD-flow-scripts/flow DESIGN_CONFIG=/design/flow/config.mk WORK_HOME=/design/flow/orfs finish
```

## design/flow/config.mk

```make
export PLATFORM = sky130hd
export DESIGN_NAME = gzipcMulticoreStreaming_hls_deadlock_detect_unit
export DESIGN_NICKNAME = gzipcMulticoreStreaming_hls_deadlock_detect_unit
export VERILOG_FILES = /design/flow/design.v
export SDC_FILE = /design/flow/constraint.sdc
export NUM_CORES = 4
export LEC_CHECK = 1
export CORE_AREA = 10 10 70 70
export DIE_AREA = 0 0 80 80
```

## design/flow/constraint.sdc

```tcl
current_design gzipcMulticoreStreaming_hls_deadlock_detect_unit

set clk_period 1.0
set clk_io_pct 0.2

create_clock -name clk0 -period $clk_period [get_ports {clock}]

set non_clock_inputs [all_inputs -no_clocks]
set_input_delay [expr $clk_period * $clk_io_pct] -clock clk0 $non_clock_inputs
set_output_delay [expr $clk_period * $clk_io_pct] -clock clk0 [all_outputs]
```

==> flow_summary.json <==
{
  "cpMostUsedCell": "buf_6",
  "fin_setup_tns_ns": -0.332,
  "fp_util": 0.0985,
  "lay_top_cells": "buf_4, clkdlybuf4s50_1, dfrtp_1",
  "path_class": "in2out",
  "skew_ns": 0,
  "drt_first_pass_iters": 4,
  "ys_seq_frac": 0.446,
  "worst-path-max-fanout": 2,
  "port_buffers": 29,
  "post-dp-hpwl_um": 1060,
  "finalHoldViolations": 0,
  "regArea_um2": 150,
  "total_power_mw": 0.693,
  "logic_area_um2": 148,
  "drv_cap": 0,
  "top_cell_area_share": 0.446,
  "synth_area_leader_cell": "dfrtp_1",
  "grt_pass1_wl_um": 1910,
  "cts_hold_buf": 0,
  "num_vias": 369,
  "lay_top_count": "buf_4",
  "pre_cts_slack_ns": -0.845,
  "reg2regPathDepth": 2,
  "start_kind": "input pin",
  "p_leak_nw": 0.352,
  "die_area_um2": 6400,
  "synth_area_um2": 337,
  "final_util": 0.217,
  "maxSlewViolCount": 0,
  "routed_via_density": 3.18,
  "crit_path_end_kind": "output port",
  "crit_slowest_cell": "or3b_4",
  "fin_crit_sh": 1.16,
  "status": "finished with violations",
  "worst-endpoint-required_ns": 0.80,
  "cts_buffers": 3,
  "irDropWorstVdd_mv": 0.547,
  "row_count": 21,
  "path_clk_slew_ns": 0.04,
  "chipWidth_um": 80,
  "hp-class": "in2async",
  "gp_congestion": 0.832,
  "ys_ff": 6,
  "yosys_warnings": 1,
  "yosysUniqueCellTypes": 14,
  "cts_tree": "yes",
  "h-tree-depth": 1,
  "coreArea_um2": 3420,
  "antenna_found_initial": 0,
  "pin_count": 31,
  "synth_chip_area_um2": 337,
  "setup_viol": 4,
  "drc": 0,
  "fillers": 377,
  "overflow": 0,
  "rsz0062_at_grt": "yes",
  "tool_warnings": 27,
  "drtIter0Drc": 17,
  "cp.arrival_ns": 0.96,
  "cts-root-buf": "clkbuf_4",
  "clk_path_buf_depth": 2,
  "wirelength_um": 1240,
  "grt_max_degree": 7,
  "grt_pass1_vias": 401,
  "period_minus_slack_ns": 1.16,
  "topCellsByArea": "dfrtp_1, buf_4, o2bb2ai_1",
  "syn_avg_cell_area_um2": 10.9,
  "syn2layout_area_growth_pct": 120,
  "drive_gt1_frac": 0.486,
  "ant_nets": 0,
  "yosysCellCount": 31,
  "cts.sinks": 6,
  "violations": "negative setup slack",
  "antenna_cells": 0,
  "die_height_um": 80,
  "whs_ns": 0.200,
  "cpPeakStageDelay_ns": 0.38,
  "clock_latency_ns": 0.24,
  "cp_cell_sequence": "buf_6 > or3b_4 > and3b_4 > buf_6",
  "synthCells": 31,
  "routedWlPerCell_um": 10.7,
  "grt_usage": 0.0393,
  "cellPowerDensity_nw_per_um2": 934,
  "fmax_mhz": 863,
  "setup_ws_ns": -0.159
}
## worst max-delay path, delay by kind of cell
| kind | cells | cell delay [ns] |
|---|---|---|
| buf+inv | 2 | 0.19 |
| simple gates | 2 | 0.56 |
## area by class of cell
class,count,area share
Clock buffer,3,0.0304
Multi-Input combinational cell,18,0.199
Sequential cell,6,0.202
Tap cell,46,0.0776
Timing Repair Buffer,43,0.491
## worst paths after layout
kind | endpoint | slack, ns | from
max | dl_detect_out | -0.16 | token_in_vec[1]
min | dep_reg[1] | 0.20 | reset
max reg2reg | dep_reg[1] | 0.26 | dep_reg[1]
min reg2reg | dep_reg[2] | 0.58 | dep_reg[2]
max in group asynchronous | token_out_vec[1] | 0.59 | reset
min in group clk0 | token_out_vec[0] | 0.26 | proc_dep_vld_vec[1]
## Yosys cell counts (all sizes together)
cell type / count
a22o: 1
a22oi: 3
and3b: 1
buf: 7
conb: 1
dfrtp: 6
nor2: 2
nor2b: 1
nor3: 2
nor3b: 1
o21ba: 1
o2bb2ai: 3
or2b: 1
or3b: 1
## report_power, final
group | leakage [nW] | switching (mW) | internal, mW
sequential | 0.0760 | 0.00741 | 0.263
combinational | 0.262 | 0.0617 | 0.151
clock | 0.0138 | 0.0746 | 0.135
total | 0.352 | 0.144 | 0.549
## timing repair
action	in CTS	in global routing
pin swaps	4	3
gates resized	54	8
setup buffers	4	2
gates cloned	0	0
setup endpoints to repair	16	6
## logic make-up (layout without fill, tap and decap cells)
| logic type | Yosys count | after routing | share of synthesized area |
|---|---|---|---|
| AND/OR/NAND/NOR | 9 | 9 | 0.186 |
| other | 1 | 1 | 0.0111 |
| buffers and inverters | 7 | 46 | 0.156 |
| flip-flops | 6 | 6 | 0.446 |
| AND-OR/OR-AND | 8 | 8 | 0.201 |
## routing by layer
layer	GRT usage	vias up	part of all wire
li1	-	183	-
met1	0.0544	159	0.49
met2	0.0474	27	0.36
met3	0.0330	0	0.15
met4	0	0	0
met5	0	-	0
## per-stage QoR
step	instance area [µm²]	instances
after floorplan	337	31
after global placement	692	107
after detailed placement	692	107
after CTS	739	114
after global routing	742	116
final	742	116
Power and IR drop assume default switching activity.
