==> design/flow/run.sh <==
#!/bin/bash
# OpenROAD 26Q1-2900-gdf79404cd8, Yosys 0.63+post, stock flow scripts
make -C /OpenROAD-flow-scripts/flow DESIGN_CONFIG=/design/flow/config.mk WORK_HOME=/design/flow/orfs finish
==> design/flow/config.mk <==
export PLATFORM = sky130hd
export DESIGN_NAME = snappyCompressStream_hls_deadlock_detect_unit
export DESIGN_NICKNAME = snappyCompressStream_hls_deadlock_detect_unit
export VERILOG_FILES = /design/flow/design.v
export SDC_FILE = /design/flow/constraint.sdc
export NUM_CORES = 4
export LEC_CHECK = 1
export CORE_AREA = 10 10 70 70
export DIE_AREA = 0 0 80 80
==> design/flow/constraint.sdc <==
current_design snappyCompressStream_hls_deadlock_detect_unit

set clk_period 1.0
set clk_io_pct 0.2

create_clock -name clk0 -period $clk_period [get_ports {clock}]

set non_clock_inputs [all_inputs -no_clocks]
set_input_delay [expr $clk_period * $clk_io_pct] -clock clk0 $non_clock_inputs
set_output_delay [expr $clk_period * $clk_io_pct] -clock clk0 [all_outputs]
==> design/flow/design.v <==
`timescale 1 ns / 1 ps
module snappyCompressStream_hls_deadlock_detect_unit #( 
    parameter PROC_NUM = 4, 
    parameter PROC_ID = 0, 
    parameter IN_CHAN_NUM = 2, 
    parameter OUT_CHAN_NUM = 3) (
    input reset,
    input clock,
    input [OUT_CHAN_NUM - 1:0] proc_dep_vld_vec,
    input [IN_CHAN_NUM - 1:0] in_chan_dep_vld_vec,
    input [IN_CHAN_NUM * PROC_NUM - 1:0] in_chan_dep_data_vec,
    input [IN_CHAN_NUM - 1:0] token_in_vec,
    input dl_detect_in,
    input origin,
    input token_clear,
    output [OUT_CHAN_NUM - 1:0] out_chan_dep_vld_vec,
    output [PROC_NUM - 1:0] out_chan_dep_data,
    output reg [OUT_CHAN_NUM - 1:0] token_out_vec ,
    output reg dl_detect_out);
    reg [PROC_NUM - 1:0] dep;
    reg [PROC_NUM - 1:0] dep_reg;
    wire [(IN_CHAN_NUM + 1) * PROC_NUM - 1:0] dep_comb;
    assign dep_comb[PROC_NUM - 1:0] = {PROC_NUM{1'b0}};
    genvar i;
    generate
        for (i = 0; i < IN_CHAN_NUM; i = i + 1) begin:B1
            assign dep_comb[(i + 1) * PROC_NUM +: PROC_NUM] = {PROC_NUM{in_chan_dep_vld_vec[i]}} & in_chan_dep_data_vec[i * PROC_NUM +: PROC_NUM] | dep_comb[i * PROC_NUM +: PROC_NUM];
        end
    endgenerate
    always @ (dep_comb or dep_reg or dl_detect_in or token_in_vec) begin
        if (~dl_detect_in | (dl_detect_in & |(token_in_vec))) begin
            dep = dep_comb[IN_CHAN_NUM * PROC_NUM +: PROC_NUM];
        end
        else begin
            dep = dep_reg;
        end
    end
    always @ (negedge reset or posedge clock) begin
        if (~reset) begin
            dep_reg <= 'b0;
        end
        else begin
            if (|proc_dep_vld_vec) begin
                dep_reg <= dep;
            end
            else begin
                dep_reg <= 'b0;
            end
        end
    end
    assign out_chan_dep_vld_vec = proc_dep_vld_vec;
    assign out_chan_dep_data = dep_reg | ('b1 << PROC_ID);
    always @ (dep or dl_detect_in or token_in_vec or proc_dep_vld_vec) begin
        if (~dl_detect_in | (dl_detect_in & |(token_in_vec))) begin
            dl_detect_out = dep[PROC_ID] & (|proc_dep_vld_vec);
        end
        else begin
            dl_detect_out = 'b0;
        end
    end
    always @ (negedge reset or posedge clock) begin
        if (~reset) begin
            token_out_vec <= 'b0;
        end
        else begin
            if ((|token_in_vec & ~token_clear) | origin) begin 
                token_out_vec <= proc_dep_vld_vec;
            end
            else begin
                token_out_vec <= 'b0;
            end
        end
    end
endmodule
==> results_dict.tcl <==
# flow metrics
set metrics [dict create \
    clock_sinks 6 \
    p_leak_nw 0.360 \
    dp_hpwl_mm 1.08 \
    cts.clk_slew.worst_paths_ps 40 \
    post-route-util_pct 22.5 \
    io_buffers 29 \
    reg2reg_depth 3 \
    synth_area_per_cell_sq_um 10.9 \
    wire_per_inst_um 10.7 \
    cts_tree "done" \
    fin_cells 118 \
    outcome "complete, but fails checks" \
    crit_arrival_ps 950 \
    die-area_sq_mm 0.00640 \
    yosysCellCount 31 \
    max_clock_freq_mhz 868 \
    hold_viol 0 \
    path_max_fanout 2 \
    max_cap_violations 0 \
    cts_buffers 3 \
    area_delta_synth_final_pct 128 \
    cts_htree_levels 1 \
    clock_path_buffers 2 \
    die-height_um 80 \
    drtIter0Drc 11 \
    wirelength_mm 1.26 \
    pre_cts_ws_ps -814 \
    violations "setup timing" \
    lay_top_cells "buf_4, clkdlybuf4s50_1, dfrtp_1, dlygate4sd2_1, buf_6" \
    start_kind "primary input" \
    grt_usage_pct 4.05 \
    slowest_delay_ps 380 \
    rsz0062_at_grt "yes" \
    end_kind "output port" \
    dp.cells 109 \
    vias 365 \
    pin_count 31 \
    grt_pass1_wl_mm 2.01 \
    top_cell_area_share_pct 44.6 \
    worstPathRequired_ps 800 \
    place_congestion 0.822 \
    yosys_warnings 1 \
    final-max-slew-violation-count 0 \
    core-area_sq_mm 0.00342 \
    die_x_um 80 \
    routed_via_density 3.09 \
    worst_slack_ps -151 \
    antenna_found_initial 0 \
    ys_ff 6 \
    clock_skew_ps 0 \
    drt_pass1_iterations 4 \
    overflow 0 \
    syn-cell-area_sq_um 337 \
    insertedDiodeCount 0 \
    final.min_clock_period_ps 1150 \
    ys_types 13 \
    first_global_vias 408 \
    largest_area_cell "dfrtp_1" \
    hold_slack_ps 194 \
    insertion_delay_ps 240 \
    initCoreUtil_pct 9.85 \
    drc 0 \
    vdd_ir_drop_max_mv 0.513 \
    clockRootBuffer "clkbuf_4" \
    finalSetupViolCount 4 \
    fin_crit_sh_pct 115 \
    area_leaders "dfrtp_1, buf_4, o2bb2ai_1" \
    synthCells 31 \
    path_cells "buf_6 -> or3b_4 -> and3b_4 -> buf_2" \
    log.warning_count 27 \
    num_rows 21 \
    hold_path.class "primary input to asynchronous set/reset pin" \
    crit_slowest_cell "or3b_4" \
    crit_type "primary input to output port" \
    power_mw 0.709 \
    lay_top_count "buf_4" \
    pwr_density_cell_mw_per_mm2 925 \
    grt_max_degree 7 \
    ys_seq_share_pct 44.6 \
    ys_chip_area_sq_um 337 \
    antenna_left 0 \
    drive_gt1_share_pct 56.9 \
]
what timing repair did:
item | in CTS | in global routing
hold buffers | 0 | 0
pin swaps | 3 | 1
resized | 54 | 8
setup buffers | 4 | 2
setup endpoints to repair | 16 | 8
through the flow:
step,setup TNS [ps],area (sq um)
floorplan,0,337
global placement,-4640,707
detailed placement,-4840,707
CTS,-380,749
global route,-430,767
finish,-379,767
path summary, 6_finish.rpt:
check	start	endpoint	slack (ps)
setup / recovery	token_in_vec[1]	dl_detect_out	-150
hold / removal	reset	dep_reg[2]$_DFFE_PN0P_	190
setup reg to reg	dep_reg[3]$_DFFE_PN0P_	dep_reg[3]$_DFFE_PN0P_	170
hold reg to reg	dep_reg[2]$_DFFE_PN0P_	dep_reg[2]$_DFFE_PN0P_	570
max in group asynchronous	reset	token_out_vec[1]$_DFF_PN0_	600
min in group clk0	proc_dep_vld_vec[2]	token_out_vec[2]$_DFF_PN0_	270
metal layers:
layer / up-vias / global-route usage, % / share of wire (%)
met5: - / 0 / 0
met4: 0 / 0.352 / 0
met3: 0 / 3.18 / 15
met2: 24 / 5.78 / 41
met1: 155 / 4.84 / 44
li1: 186 / - / -
cell type report:
class,instances,area [sq um]
tap,46,57.6
multi-input combinational,18,164
sequential,6,150
timing repair buffer,45,373
fill,380,2650
clock buffer,3,22.5
cells by family (layout without fill, tap and decap cells):
| kind of cell | after synthesis | after routing | share of synthesized area (%) |
|---|---|---|---|
| AND/OR/NAND/NOR | 9 | 9 | 18.6 |
| AND-OR/OR-AND | 8 | 8 | 20.1 |
| buffers and inverters | 7 | 48 | 15.6 |
| flip-flops | 6 | 6 | 44.6 |
| other | 1 | 1 | 1.11 |
power breakdown:
part | total, mW | leakage (nW) | internal [mW] | switching, mW
Combinational | 0.227 | 0.272 | 0.161 | 0.0656
Clock | 0.211 | 0.0138 | 0.135 | 0.0756
Sequential | 0.272 | 0.0744 | 0.264 | 0.00794
synth_stat cells:
library cell and instances:
a22o_1 1, a22oi_1 3, and3b_4 1, buf_4 7
conb_1 1, dfrtp_1 6, nor2_1 2, nor2b_1 3
nor3_1 1, o21ba_2 1, o2bb2ai_1 3, or2b_1 1
or3b_4 1
critical path: cells and delay by family:
family	cells	cell delay, ps
buf+inv	2	190
simple gates	2	560
Power figures rest on the tool's default switching activity, not on a simulated workload.
