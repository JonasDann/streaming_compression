===== design.v =====
`timescale 1 ns / 1 ps
module gzipcMulticoreStreaming_hls_deadlock_idx0_monitor (  
    input wire clock,
    input wire reset,
    input wire [3:0] axis_block_sigs,
    input wire [102:0] inst_idle_sigs,
    input wire [96:0] inst_block_sigs,
    output wire block
);
reg monitor_find_block;
wire idx1_block;
wire [0:0] process_idle_vec;
wire [0:0] process_chan_block_vec;
wire [0:0] process_axis_block_vec;
wire df_has_axis_block;
wire all_process_stop;
assign block = monitor_find_block;
assign process_axis_block_vec[0] = idx1_block & (1'b0 | axis_block_sigs[1] | axis_block_sigs[0] | axis_block_sigs[3] | axis_block_sigs[2]);
assign process_idle_vec[0] = inst_idle_sigs[0];
assign process_chan_block_vec[0] = inst_block_sigs[0];
assign df_has_axis_block = |{process_axis_block_vec};
assign all_process_stop = (process_idle_vec[0] | process_chan_block_vec[0] | process_axis_block_vec[0]);
always @(posedge clock) begin
    if (reset == 1'b1)
        monitor_find_block <= 1'b0;
    else if (df_has_axis_block == 1'b1 && all_process_stop == 1'b1)
        monitor_find_block <= 1'b1;
    else
        monitor_find_block <= 1'b0;
end
 gzipcMulticoreStreaming_hls_deadlock_idx1_monitor gzipcMulticoreStreaming_hls_deadlock_idx1_monitor_U (
    .clock(clock),
    .reset(reset),
    .axis_block_sigs(axis_block_sigs),
    .inst_idle_sigs(inst_idle_sigs),
    .inst_block_sigs(inst_block_sigs),
    .block(idx1_block)
);
endmodule
`timescale 1 ns / 1 ps
module gzipcMulticoreStreaming_hls_deadlock_idx1_monitor (  
    input wire clock,
    input wire reset,
    input wire [3:0] axis_block_sigs,
    input wire [102:0] inst_idle_sigs,
    input wire [96:0] inst_block_sigs,
    output wire block
);
reg monitor_find_block;
wire idx2_block;
wire idx4_block;
wire [2:0] process_idle_vec;
wire [2:0] process_chan_block_vec;
wire [2:0] process_axis_block_vec;
wire df_has_axis_block;
wire all_process_stop;
assign block = monitor_find_block;
assign process_axis_block_vec[0] = idx2_block & (1'b0 | axis_block_sigs[0] | axis_block_sigs[1]);
assign process_idle_vec[0] = inst_idle_sigs[1];
assign process_chan_block_vec[0] = inst_block_sigs[1];
assign process_axis_block_vec[1] = 1'b0;
assign process_idle_vec[1] = inst_idle_sigs[2];
assign process_chan_block_vec[1] = inst_block_sigs[2];
assign process_axis_block_vec[2] = idx4_block & (1'b0 | axis_block_sigs[2] | axis_block_sigs[3]);
assign process_idle_vec[2] = inst_idle_sigs[3];
assign process_chan_block_vec[2] = inst_block_sigs[3];
assign df_has_axis_block = |{process_axis_block_vec};
assign all_process_stop = (process_idle_vec[0] | process_chan_block_vec[0] | process_axis_block_vec[0]) & (process_idle_vec[1] | process_chan_block_vec[1] | process_axis_block_vec[1]) & (process_idle_vec[2] | process_chan_block_vec[2] | process_axis_block_vec[2]);
always @(posedge clock) begin
    if (reset == 1'b1)
        monitor_find_block <= 1'b0;
    else if (df_has_axis_block == 1'b1 && all_process_stop == 1'b1)
        monitor_find_block <= 1'b1;
    else
        monitor_find_block <= 1'b0;
end
 gzipcMulticoreStreaming_hls_deadlock_idx2_monitor gzipcMulticoreStreaming_hls_deadlock_idx2_monitor_U (
    .clock(clock),
    .reset(reset),
    .axis_block_sigs(axis_block_sigs),
    .inst_idle_sigs(inst_idle_sigs),
    .inst_block_sigs(inst_block_sigs),
    .block(idx2_block)
);
 gzipcMulticoreStreaming_hls_deadlock_idx4_monitor gzipcMulticoreStreaming_hls_deadlock_idx4_monitor_U (
    .clock(clock),
    .reset(reset),
    .axis_block_sigs(axis_block_sigs),
    .inst_idle_sigs(inst_idle_sigs),
    .inst_block_sigs(inst_block_sigs),
    .block(idx4_block)
);
endmodule
`timescale 1 ns / 1 ps
module gzipcMulticoreStreaming_hls_deadlock_idx2_monitor (  
    input wire clock,
    input wire reset,
    input wire [3:0] axis_block_sigs,
    input wire [102:0] inst_idle_sigs,
    input wire [96:0] inst_block_sigs,
    output wire block
);
reg monitor_find_block;
wire idx3_block;
wire sub_parallel_block;
wire all_sub_parallel_has_block;
wire all_sub_single_has_block;
wire cur_axis_has_block;
wire seq_is_axis_block;
assign block = monitor_find_block;
assign idx3_block = axis_block_sigs[1];
assign all_sub_parallel_has_block = 1'b0;
assign all_sub_single_has_block = 1'b0 | (idx3_block & (axis_block_sigs[1]));
assign cur_axis_has_block = 1'b0 | axis_block_sigs[0];
assign seq_is_axis_block = all_sub_parallel_has_block | all_sub_single_has_block | cur_axis_has_block;
always @(posedge clock) begin
    if (reset == 1'b1)
        monitor_find_block <= 1'b0;
    else if (seq_is_axis_block == 1'b1)
        monitor_find_block <= 1'b1;
    else
        monitor_find_block <= 1'b0;
end
endmodule
`timescale 1 ns / 1 ps
module gzipcMulticoreStreaming_hls_deadlock_idx4_monitor (  
    input wire clock,
    input wire reset,
    input wire [3:0] axis_block_sigs,
    input wire [102:0] inst_idle_sigs,
    input wire [96:0] inst_block_sigs,
    output wire block
);
reg monitor_find_block;
wire idx5_block;
wire sub_parallel_block;
wire all_sub_parallel_has_block;
wire all_sub_single_has_block;
wire cur_axis_has_block;
wire seq_is_axis_block;
assign block = monitor_find_block;
assign idx5_block = axis_block_sigs[3];
assign all_sub_parallel_has_block = 1'b0;
assign all_sub_single_has_block = 1'b0 | (idx5_block & (axis_block_sigs[3]));
assign cur_axis_has_block = 1'b0 | axis_block_sigs[2];
assign seq_is_axis_block = all_sub_parallel_has_block | all_sub_single_has_block | cur_axis_has_block;
always @(posedge clock) begin
    if (reset == 1'b1)
        monitor_find_block <= 1'b0;
    else if (seq_is_axis_block == 1'b1)
        monitor_find_block <= 1'b1;
    else
        monitor_find_block <= 1'b0;
end
endmodule

===== constraint.sdc =====
current_design gzipcMulticoreStreaming_hls_deadlock_idx0_monitor

set clk_period 1.2
set clk_io_pct 0.2

create_clock -name clk0 -period $clk_period [get_ports {clock}]

set non_clock_inputs [all_inputs -no_clocks]
set_input_delay [expr $clk_period * $clk_io_pct] -clock clk0 $non_clock_inputs
set_output_delay [expr $clk_period * $clk_io_pct] -clock clk0 [all_outputs]

===== run.sh =====
#!/bin/bash
# OpenROAD 26Q1-2900-gdf79404cd8, Yosys 0.63+post, stock flow scripts
make -C /OpenROAD-flow-scripts/flow DESIGN_CONFIG=/design/flow/config.mk WORK_HOME=/design/flow/orfs finish

===== config.mk =====
export PLATFORM = sky130hd
export DESIGN_NAME = gzipcMulticoreStreaming_hls_deadlock_idx0_monitor
export DESIGN_NICKNAME = gzipcMulticoreStreaming_hls_deadlock_idx0_monitor
export VERILOG_FILES = /design/flow/design.v
export SDC_FILE = /design/flow/constraint.sdc
export NUM_CORES = 4
export LEC_CHECK = 1
export CORE_AREA = 10 10 88 88
export DIE_AREA = 0 0 98 98

==> results.toml <==
# physical design summary
[floorplanning]
rows = 28
dieArea_um2 = 9600
die_x_um = 98
ios = 207
fp_util_pct = 2.66
die_height_um = 98
core_um2 = 5920

[detailed_routing]
first_pass_iters = 2
post_drt_wl_per_cell_um = 5.55
drt_wl_total_um = 594
via_per_inst = 1.68
drc = 0
drtIter0Drc = 6
antenna_cells = 0
ant_nets = 0
vias = 180

[critical_path]
worstPathArrival_ns = 0.75
cp_max_fo = 1
critPathLaunchType = "register"
required_ns = 0.96
critPathKind = "register to output pin"
reg2reg_slack_ns = 0.45
cpLargestDelayFamily = "flip-flops"
max_stage_delay_ns = 0.28
worstPathCellList = "dlygate4sd2_1"
critical_path_buf_inv_count = 1
endpoint_kind = "output pin"
slowest_stage = "dfxtp_1"
worstRegToRegCells = 2

[placed_design]
placed_area_um2 = 379
dpl_worst_slack_ns = -0.0209
dp.cells = 104
place.gp.congestion = 0.626
io_buffer_count = 12

[synthesis]
xor_area_share_pct = 0
synth_cells = 16
top_logic_kind = "AND-OR/OR-AND gates"
synth_area_um2 = 158
topCellsByArea = "dfxtp_1 (51%), nor2_1 (12%), a221oi_2 (9.5%), o221ai_2 (9.5%), a211oi_1 (4.8%)"
ys_cells = 16
synth_cell_types = 9
ys_sh_mux_pct = 0
ys_sh_adder_pct = 0
simple_gate_area_share_pct = 11.9
ys_chip_area_um2 = 158
yosys.area.top_type_share_pct = 50.8
ys_seq_elements = 4
avgSynthCellArea_um2 = 9.85
ys_warn_count = 4
top_area_cell = "dfxtp_1"
ys_seq_share_pct = 50.8
yosys.area_share.aoi_pct = 34.9

[clock_tree]
clkSinkCount = 4
clk_pin_slew_worst_paths_ns = 0.03
cts_tree = "done"
cts_setup_buffers = 0
h-tree-depth = 1
cts_made_buffers = 3
cts-root-buf = "clkbuf_8"
cts_buffer_depth = 2
insertion_delay_ns = 0.22

[min_path]
min_path_type = "register to register"
hold_depth = 2
min_delay_worst_endpoint = "monitor_find_block"

[status]
run_status = "completed"

[run]
maxCapViolations = 0
warnings = 219

[global_route]
track_usage_pct = 1.31
antenna_found_initial = 0
busiest_layer = "met2"
overflow = 0
grt_util_met1_pct = 1.42
grt_use_met2_pct = 2.08
met3_usage_pct = 0.640
grt_pass1_wl_um = 1050
grt_max_degree = 4
grt_pass1_vias = 241

[layout]
final_cell_mix = "clkdlybuf4s50_1 (11), nor2_1 (5), dfxtp_1 (4)"
stdcell_count = 107
layout_top_cell = "clkdlybuf4s50_1"
nFillCells = 683
fin_area_um2 = 419
syn2layout_area_growth_pct = 166
drive_gt1_share_pct = 18.8

[sta]
fin_crit_ns = 0.990
slew_headroom_pct = 84.3
holdWs_ns = 0.412
max_freq_mhz = 1010
finClkSkew_ns = 0.00102
worst_pin_slew_ns = 0.234
post-route-period-util_pct = 82.5
setup_ws_ns = 0.210
hold_viol = 0
drv_slew = 0
rsz0062_at_grt = "no"
setup_viol = 0

[pwr]
power.internal_w = 0.000400
power_frac_seq_pct = 29.2
power_density_nw_per_um2 = 1180
p_sw_w = 0.0000952
p_sw_share_pct = 19.3
clkPwrFrac_pct = 57.9
p_leak_nw = 0.131
max-vdd-ir-drop_v = 0.000576
combPwrFrac_pct = 12.9
synth_stat cells:
| library cell | count |
|---|---|
| inv_1 | 1 |
| nor2_1 | 5 |
| a211oi_1 | 1 |
| o21bai_1 | 1 |
| a221oi_2 | 1 |
| o21ai_0 | 1 |
| o221ai_2 | 1 |
| dfxtp_1 | 4 |
| o21ai_1 | 1 |
power groups by stage:
stage	Combinational, W	Clock [W]	Sequential [W]
global route	0.0000710	0.000310	0.000145
CTS	0.0000651	0.000298	0.000144
finish	0.0000637	0.000287	0.000144
logic make-up (layout without fill, tap and decap cells):
group,after synthesis,in the layout
AND-OR/OR-AND,6,6
AND/OR/NAND/NOR,5,5
flip-flops,4,4
buffers and inverters,1,17
metrics by stage:
step | TNS [ns] | util (%) | power (W)
2_1_floorplan | 0 | - | 0.000161
3_3_place_gp | -0.0223 | 6.40 | 0.000212
3_5_place_dp | -0.0209 | 6.40 | 0.000212
4_1_cts | 0 | 7.08 | 0.000508
5_1_grt | 0 | 7.08 | 0.000526
6_report | 0 | 7.08 | 0.000495
per-layer routing:
metal  vias up  wire length (um)
met5         -                 0
met4         0                28
met3         3                53
met2        13               231
met1        74               281
li1         90                 -
worst max path at each step:
| stage | startpoint | to | slack [ns] | cells after the start |
|---|---|---|---|---|
| 6_report | monitor_find_block | block | 0.21 | 1 |
| 5_1_grt | axis_block_sigs[1] | register | 0.14 | 3 |
| 4_1_cts | monitor_find_block | block | 0.19 | 1 |
area by class of cell:
type	instances	area [um2]	area share, %
Clock buffer	3	41.3	9.85
Sequential cell	4	80.1	19.1
Multi-Input combinational cell	11	73.8	17.6
Timing Repair Buffer	13	126	30.1
Inverter	1	3.75	0.896
Tap cell	75	93.8	22.4
repair_timing:
| action | 4_1_cts | 5_1_grt |
|---|---|---|
| endpoints found under the setup margin | 1 | 0 |
| hold buffers | 0 | 0 |
| resized | 1 | 0 |
Power is estimated from default activity; no workload was simulated.
